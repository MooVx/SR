--- /design/flow/run.sh ---
#!/bin/bash
# OpenROAD 26Q1-2900-gdf79404cd8, Yosys 0.63+post, stock flow scripts
make -C /OpenROAD-flow-scripts/flow DESIGN_CONFIG=/design/flow/config.mk WORK_HOME=/design/flow/orfs finish
--- /design/flow/constraint.sdc ---
current_design uart_tx

set clk_period 5.5
set clk_io_pct 0.2

create_clock -name clk0 -period $clk_period [get_ports {clk}]

set non_clock_inputs [all_inputs -no_clocks]
set_input_delay [expr $clk_period * $clk_io_pct] -clock clk0 $non_clock_inputs
set_output_delay [expr $clk_period * $clk_io_pct] -clock clk0 [all_outputs]
--- /design/flow/config.mk ---
export PLATFORM = sky130hd
export DESIGN_NAME = uart_tx
export DESIGN_NICKNAME = uart_tx
export VERILOG_FILES = /design/flow/design.v
export SDC_FILE = /design/flow/constraint.sdc
export NUM_CORES = 4
export LEC_CHECK = 1
export CORE_UTILIZATION = 50
--- /design/flow/design.v ---
`timescale 1ns / 1ps
module uart_tx(
    input clk,
    input rst,
    input send,
    input [7:0] data,
    output txd
    );
    localparam S_WAIT=2'd0;
    localparam S_START=2'd1;
    localparam S_DATA=2'd2;
    localparam S_STOP=2'd3;
    reg [1:0]state=S_WAIT;
    reg [7:0] bufor;
    reg prev_send=1'b0;
    reg temp_tx=1'b0;
    integer i=0;
    always @(posedge clk) 
    begin
        if(rst) 
            state=S_WAIT;
        else
        begin
            case(state)
            S_WAIT:
            begin
                if(prev_send==0 && send==1)
                begin
                    bufor = data;
                    state=S_START;
                end
            end
            S_START:
            begin
                temp_tx=1'b1;
                state=S_DATA;
            end
            S_DATA:
            begin
                if(i<8)
                begin
                    temp_tx=bufor[i];
                    i=i+1;
                end
                else
                begin
                    i=0;
                    state=S_STOP;
                end                
            end
            S_STOP:
            begin
                temp_tx=1'b0;
                state=S_WAIT;
            end
            endcase
        end
        prev_send=send;
    end 
    assign txd=temp_tx;
endmodule
==> results.yml <==
# synthesis and place-and-route metrics
status:
  status: "complete, no violations"
yosys:
  ys_seq_share_pct: 51.29
  syn_avg_cell_area_sq_um: 10.85
  ys_chip_area_sq_um: 2517
  synthesis.area_sq_um: 2517
  ys_warn_count: 1
  yosys_cells: 232
  numSynthFlops: 44
  netlist_instances: 232
  ys_types: 41
min_path:
  hold_path_startpoint: "state[0]"
  hold_path.class: "flop to flop"
  hold-path-endpoint: "state[0]"
  hold_depth: 2
placed_design:
  dp_hpwl_mm: 3.719
  placed_area_sq_um: 2660
  place_ws_ps: 2959
  gp_routability_congestion: 0.9285
  numPortBuffers: 11
detailed_routing:
  routed_wl_mm: 5.312
  antenna_left: 0
  wl_per_cell_microns: 17.14
  num_antenna_cells: 0
  firstDrtPassIters: 4
  drc_errors: 0
  drt_iter0_drc: 148
  vias_per_cell: 6.261
  via_count: 1941
final_layout:
  synthToLayoutAreaGrowth_pct: 9.940
  fin_area_sq_um: 2768
  drive_gt1_share_pct: 6.173
  num-fill-cells: 401
timing:
  tightestPinTransition_ps: 535.2
  fin_tns_setup_ps: 0
  fin_skew_ps: 9.339
  finalMaxSlewViolations: 0
  layout_setup_ws_ps: 3264
  setup_viol: 0
  rsz0062_at_grt: "false"
  post-route-period-util_pct: 40.65
  max_freq_mhz: 447.2
  slew_headroom_pct: 64.22
  hold_viol: 0
  fin_crit_ps: 2236
clock_network:
  htree_levels: 2
  clk_path_buf_depth: 2
  cts_buffers: 5
  clk-insertion-delay-late_ps: 290
  numClockSinks: 44
  cts.clk_slew.worst_paths_ps: 90
  postCtsSetupBuffers: 0
  cts_root_buffer: "clkbuf_8"
  hold_buffers: 0
  cts_resized: 0
  cts_tree: "yes"
die:
  dieWidth_microns: 72.96
  die_h_microns: 72.96
  rows: 25
  core-area_sq_um: 4786
  chipArea_sq_um: 5322
  fp_util_pct: 52.60
  io_pins: 12
setup_path:
  cp-start-kind: "primary input"
  rrSetupSlack_ps: 3350
  endpoint_kind: "flop"
  ff2ff_path_depth: 5
  reg2reg_from: "i[0]"
  reg2reg_to: "i[24]"
  path_class: "primary input to flop"
  crit_fanout: 32
  arrival_ps: 2180
  crit_required_ps: 5440
global_route:
  grt_pass1_vias: 1882
  grt_pass1_wl_mm: 9.018
  antenna_found_initial: 0
  grt_max_degree: 33
  grt.overflow.total: 0
  grtUsageTotal_pct: 23.56
pwr:
  p_sw_share_pct: 27.18
  ir_drop_v: 0.0001667
  switchingPower_uw: 229.4
  power.internal_uw: 614.7
  p_seq_share_pct: 54.0
  power_frac_comb_pct: 17.6
  p_per_area_nw_per_um2: 305.0
  power_frac_clock_pct: 28.5
  leakagePower_nw: 0.8330
flow_run:
  warnings: 28
  drv_cap: 0
-- cell families after synthesis --
family	Yosys count	share of synthesized area [%]
buffers and inverters	15	3.777
and+or+nand+nor	113	25.90
muxes	3	2.485
adders and majority gates	5	2.485
AOI/OAI and AO/OA	40	9.891
xor gates and xnor gates	12	4.175
DFF	44	51.29
-- Yosys cell counts (all sizes together) --
master / instances / share of area [%]
ha: 5 / 2.5
nor4: 15 / 3.7
or3: 7 / 1.8
dfxtp: 3 / 2.4
buf: 6 / 2.0
a211oi: 2 / 0.60
and2: 2 / 0.50
xnor2: 3 / 1.0
o311ai: 2 / 0.70
a22oi: 1 / 0.30
nand4: 11 / 2.7
a31oi: 1 / 0.25
o21ai: 5 / 0.99
or4: 7 / 2.1
edfxtp: 41 / 49
nor3b: 1 / 0.30
xor2: 9 / 3.1
o22ai: 1 / 0.25
a21oi: 17 / 3.4
clkbuf: 5 / 1.1
mux4: 2 / 2.1
mux2i: 1 / 0.40
and3: 6 / 1.5
and4: 8 / 2.8
nand2: 19 / 2.8
o31ai: 8 / 2.4
nor2b: 4 / 0.99
inv: 4 / 0.60
nor3: 2 / 0.40
nor2: 18 / 2.7
o31a: 1 / 0.35
nand3: 10 / 2.5
o41ai: 2 / 0.70
nand2b: 1 / 0.25
or4b: 2 / 0.80
-- worst max-delay path, cell delays in order --
cell	delay, ps
clkdlybuf4s50_1	530
nor2b_2	150
buf_4	390
-- worst max path at each step --
| stage | startpoint | endpoint | slack, ps | cells past startpoint |
|---|---|---|---|---|
| final | rst | i[14] | 3260 | 3 |
| after global routing | rst | i[12] | 3190 | 3 |
| after CTS | rst | i[19] | 3270 | 3 |
-- cell type report --
cell class	instances	area [sq um]	area share, %
sequential	44	1291	46.65
timing repair buffer	14	132.6	4.792
clock buffer	6	72.57	2.622
tap	67	83.83	3.029
clock inverter	2	35.03	1.266
inverter	4	15.01	0.5425
multi-input combinational	173	1137	41.09
-- cell usage in the layout, fill, tap and decap left out, types with 3 or more instances in the layout --
cell type	n
or3_1	6
o31ai_1	8
or4_1	7
nand3_1	9
nor2b_1	3
xor2_1	9
and4_1	7
inv_1	4
nor2_1	18
nand4_1	11
clkbuf_8	5
edfxtp_1	41
dfxtp_1	3
nand2_1	19
nor4_1	15
o21ai_0	5
and3_1	6
a21oi_1	16
xnor2_1	3
ha_1	5
buf_4	3
clkdlybuf4s50_1	11
-- sequential cells by signal, indices dropped and copies added, names as in the netlist --
register   flops
prev_send      1
temp_tx        1
i             32
state          2
bufor          8
-- per-stage QoR --
step	total power, mW	cells	hold slack [ps]	util [%]
CTS	0.8504	310	580.6	57.83
global placement	0.5999	302	532.0	55.58
floorplan	0.5630	232	508.2	-
global route	0.8881	310	631.6	57.83
detailed placement	0.6095	302	565.7	55.58
finish	0.8441	310	572.2	57.83
-- power by group through the flow --
stage	sequential [mW]	clock, mW	combinational (mW)
after CTS	0.455	0.247	0.148
after global routing	0.462	0.257	0.169
final	0.456	0.240	0.148
-- routing by layer --
metal  part of all wire (%)  up-vias  GRT usage, %
met5                      0        -             0
met4                   0.72        0         2.614
met3                    6.1        4         7.283
met2                     46       63         33.75
met1                     47      933         39.79
li1                       -      941             -
Power figures rest on the tool's default switching activity, not on a simulated workload.
