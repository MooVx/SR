**/design/flow/run.sh**
```bash
#!/bin/bash
# OpenROAD 26Q1-2900-gdf79404cd8, Yosys 0.63+post, stock flow scripts
make -C /OpenROAD-flow-scripts/flow DESIGN_CONFIG=/design/flow/config.mk WORK_HOME=/design/flow/orfs finish
```
**/design/flow/config.mk**
```make
export PLATFORM = sky130hd
export DESIGN_NAME = uart
export DESIGN_NICKNAME = uart
export VERILOG_FILES = /design/flow/design.v
export SDC_FILE = /design/flow/constraint.sdc
export NUM_CORES = 4
export LEC_CHECK = 1
export CORE_UTILIZATION = 40
```
**/design/flow/constraint.sdc**
```tcl
current_design uart

set clk_period 4.4
set clk_io_pct 0.2

create_clock -name clk0 -period $clk_period [get_ports {clk}]

set non_clock_inputs [all_inputs -no_clocks]
set_input_delay [expr $clk_period * $clk_io_pct] -clock clk0 $non_clock_inputs
set_output_delay [expr $clk_period * $clk_io_pct] -clock clk0 [all_outputs]
```
**/design/flow/design.v**
```verilog
`timescale 1ns / 1ps
module uart(
    input clk,
    input rst,
    input send,
    input [7:0] data,
    output txd
    );
    localparam S_WAIT=2'd0;
    localparam S_START=2'd1;
    localparam S_DATA=2'd2;
    localparam S_STOP=2'd3;
    reg [1:0]state=S_WAIT;
    reg [7:0] bufor;
    reg prev_send=1'b0;
    reg temp_tx=1'b0;
    integer i=0;
    always @(posedge clk) 
    begin
        if(rst) 
            state=S_WAIT;
        else
        begin
            case(state)
            S_WAIT:
            begin
                if(prev_send==0 && send==1)
                begin
                    bufor = data;
                    state=S_START;
                end
            end
            S_START:
            begin
                temp_tx=1'b1;
                state=S_DATA;
            end
            S_DATA:
            begin
                if(i<8)
                begin
                    temp_tx=bufor[i];
                    i=i+1;
                end
                else
                begin
                    i=0;
                    state=S_STOP;
                end                
            end
            S_STOP:
            begin
                temp_tx=1'b0;
                state=S_WAIT;
            end
            endcase
        end
        prev_send=send;
    end 
    assign txd=temp_tx;
endmodule
```
==> impl_metrics.tcl <==
# implementation run metrics
set metrics [dict create \
    status "complete, no violations" \
    flop_cell "edfxtp_1" \
    wl_per_cell_um 15.8 \
    final_hold_viol_count 0 \
    netlist_instances 232 \
    insertion_delay_ns 0.30 \
    avgViaCountPerCell 5.89 \
    antenna_found_initial 0 \
    row_count 28 \
    utilization 0.464 \
    setup_slack_ns 2.26 \
    placed_cell_area_mm2 0.00267 \
    common_cells "edfxtp_1 (41), nand2_1 (19), nor2_1 (18)" \
    fin_setup_tns_ns 0 \
    grt_pass1_vias 1779 \
    drc_errors 0 \
    period_used_share 0.487 \
    core_area_mm2 0.00599 \
    fmax_mhz 467 \
    dpl_worst_slack_ns 2.09 \
    cap_violations 0 \
    cp-start-kind "register" \
    layout-drive-gt1-share 0.0658 \
    crit_chain "and3_1 -> nand4_1 -> or4_1 -> a21oi_1" \
    max_stage_delay_ns 0.58 \
    top_cell "edfxtp_1" \
    crit_family "simple AND/OR/NAND/NOR gates" \
    whs_ns 0.570 \
    final_antenna_net_count 0 \
    power_density_mw_per_mm2 383 \
    ys_cells 232 \
    cts_hold_buf 0 \
    largest_area_cell "edfxtp_1" \
    pin_count 12 \
    die-area_mm2 0.00661 \
    peakVddDrop_uv 216 \
    diodes 0 \
    skew_ns 0.00911 \
    cts_max_level 2 \
    placedCellCount 310 \
    reg2reg_slack_ns 2.26 \
    worstHoldEndpoint "state[0]" \
    cts_resized 0 \
    fp-utilization 0.420 \
    syn_area_mm2 0.00252 \
    clock-sinks 44 \
    grt_util_all_layers 0.181 \
    ys_async_sr_fraction 0 \
    synth-edff-count 41 \
    r2r_cells 4 \
    synth.top_cell.area_share 0.489 \
    final_cell_area_mm2 0.00278 \
    dr.first_iter.drc_count 130 \
    path_buffers 0 \
    leakage_nw 0.832 \
    portBuffers 11 \
    ys_ff 44 \
    cp_slowest_cell "or4_1" \
    rsz0062_at_grt "no" \
    finalSetupViolCount 0 \
    finalCriticalPeriod_ns 2.14 \
    syn2layout_area_growth_pct 10.5 \
    reg2reg_from "i[5]" \
    vias 1874 \
    rr_endpoint "i[15]" \
    crit_required_ns 4.55 \
    cts_setup_buffers 0 \
    yosysSeqAreaShare 0.513 \
    cp.arrival_ns 2.29 \
    fin_cells 318 \
    hpwlAfterDp_um 3420 \
    worstMarginPinSlew_ns 0.504 \
    gp_congestion 0.845 \
    worst_hold_path_type "reg -> reg" \
    cts_tree "yes" \
    yosys_warnings 1 \
    max_slew_margin 0.663 \
    clk_pin_slew_worst_paths_ns 0.08 \
    cts_made_buffers 5 \
    cts_root_buf "clkbuf_8" \
    ys_chip_area_mm2 0.00252 \
    grt_pass1_wl_um 8750 \
    p_total_mw 1.07 \
    topCellsByArea "edfxtp_1 (49%), nor4_1 (3.7%), a21oi_1 (3.4%), xor2_1 (3.1%), nand2_1 (2.8%)" \
    die_h_um 81.3 \
    cp_max_fo 9 \
    slew_viol_final 0 \
    synth.distinct_cells 41 \
    syn_avg_cell_area_um2 10.9 \
    warning_count 28 \
    min_delay_path_depth 2 \
    crit_path_end_kind "register" \
    min-delay-start "state[0]" \
    first_pass_iters 4 \
    dieWidth_um 81.3 \
    grt_overflow_total 0 \
    cts_buffer_depth 2 \
    crit_type "reg -> reg" \
    wirelength_um 5030 \
    grt_start_max_net_pins 33 \
]
-- worst max-delay path by stage --
stage / endpoint / depth (start not counted) / from / slack (ns)
6_report: i[15] / 4 / i[5] / 2.26
4_1_cts: i[15] / 4 / i[5] / 2.29
5_1_grt: i[15] / 4 / i[5] / 2.12
-- report_power, final --
| group | switching, mW | internal (mW) |
|---|---|---|
| clock network | 0.146 | 0.168 |
| registers | 0.0475 | 0.521 |
| logic | 0.105 | 0.0779 |
-- tightest hold or removal path, cell delays in order (launching register included) --
cell and delay (ns):
dfxtp_1 0.32, inv_1 0.12, a211oi_1 0.09
-- flip-flops by register name, indices dropped and copies added (netlist names) --
signal     flops
bufor          8
i             32
prev_send      1
state          2
temp_tx        1
-- logic make-up (layout without fill, tap and decap cells) --
kind of cell    Yosys count  after routing  synth area share
simple gates            113            113             0.259
flops                    44             44             0.513
compound gates           40             40            0.0989
buf+inv                  15             26            0.0378
xor+xnor                 12             12            0.0418
fa+ha+maj                 5              5            0.0249
mux                       3              3            0.0249
-- routing by layer --
layer / GRT usage / part of all wire / wire [um]
met1: 0.304 / 0.51 / 2590
met2: 0.266 / 0.44 / 2200
met3: 0.0296 / 0.037 / 186
met5: 0 / 0 / 0
met4: 0.0214 / 0.012 / 61
-- layout make-up --
class | count | area (um2)
tap | 75 | 93.8
inverter | 4 | 15.0
sequential | 44 | 1290
timing repair buffer | 14 | 133
clock buffer | 5 | 68.8
clock inverter | 3 | 42.5
fill | 554 | 3210
multi-input combinational | 173 | 1140
-- cells in the final DEF (no fill, tap or decap), types with 4 or more instances in the layout --
| master | netlist | routed |
|---|---|---|
| a21oi_1 | 17 | 16 |
| and3_1 | 6 | 6 |
| and4_1 | 7 | 7 |
| clkbuf_8 | 1 | 5 |
| clkdlybuf4s50_1 | 0 | 11 |
| edfxtp_1 | 41 | 41 |
| ha_1 | 5 | 5 |
| inv_1 | 4 | 4 |
| nand2_1 | 19 | 19 |
| nand3_1 | 9 | 9 |
| nand4_1 | 11 | 11 |
| nor2_1 | 18 | 18 |
| nor4_1 | 15 | 15 |
| o21ai_0 | 5 | 5 |
| o31ai_1 | 8 | 8 |
| or3_1 | 6 | 6 |
| or4_1 | 7 | 7 |
| xor2_1 | 9 | 9 |
