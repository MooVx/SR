### design/flow/constraint.sdc
current_design uart_rx

set clk_period 4.9
set clk_io_pct 0.2

create_clock -name clk0 -period $clk_period [get_ports {clk}]

set non_clock_inputs [all_inputs -no_clocks]
set_input_delay [expr $clk_period * $clk_io_pct] -clock clk0 $non_clock_inputs
set_output_delay [expr $clk_period * $clk_io_pct] -clock clk0 [all_outputs]
### design/flow/config.mk
export PLATFORM = sky130hd
export DESIGN_NAME = uart_rx
export DESIGN_NICKNAME = uart_rx
export VERILOG_FILES = /design/flow/design.v
export SDC_FILE = /design/flow/constraint.sdc
export NUM_CORES = 4
export LEC_CHECK = 1
export CORE_UTILIZATION = 30
### design/flow/run.sh
#!/bin/bash
# OpenROAD 26Q1-2900-gdf79404cd8, Yosys 0.63+post, stock flow scripts
make -C /OpenROAD-flow-scripts/flow DESIGN_CONFIG=/design/flow/config.mk WORK_HOME=/design/flow/orfs finish
### design/flow/design.v
module uart_rx(
    input clk,
    input rst,
    input rxd,
    output recieved,
    output [7:0] data
    );
    localparam S_WAIT=2'd0;
    localparam S_START=2'd1;
    localparam S_DATA=2'd2;
    localparam S_STOP=2'd3;
    reg [1:0]state=S_WAIT;
    reg [7:0] bufor=0;
    reg prev_rxd=1'b0;
    reg temp_rx=1'b0;
    integer i=0;
    always @(posedge clk) 
    begin
        if(rst) 
            state=S_WAIT;
        else
        begin
            case(state)
            S_WAIT:
            begin
                if(prev_rxd==0 && rxd==1)
                begin
                    temp_rx=1'b0;
                    state=S_DATA;
                end
            end
            S_DATA:
            begin
                if(i<8)
                begin
                    bufor[i]=rxd;
                    i=i+1;
                end
                else
                begin
                    i=0;
                    state=S_STOP;
                end                
            end
            S_STOP:
            begin
                if(rxd==0)
                begin
                    temp_rx=1'b1;
                end
                state=S_WAIT;
            end
            endcase
        end
        prev_rxd=rxd;
    end 
    assign data=bufor;
    assign recieved = temp_rx;
endmodule
==> flow_metrics.env <==
# implementation run metrics
export IMPL_totalWireLength_mm=8.56
export IMPL_netlist_area_um2=3510
export IMPL_critical_path_max_stage_delay_ps=590
export IMPL_warnings=30
export IMPL_syn_inst=404
export IMPL_p_per_area_nw_per_um2=266
export IMPL_rsz0062_at_grt="false"
export IMPL_antenna_cells=0
export IMPL_grt_usage_pct=15.5
export IMPL_vias=3081
export IMPL_p_leak_nw=1.17
export IMPL_syn2layout_area_growth_pct=10.8
export IMPL_crit_buf_inv=1
export IMPL_fin_setup_tns_ps=0
export IMPL_async_reset_ff_share_pct=0
export IMPL_end_kind="flop"
export IMPL_path_class="flop to flop"
export IMPL_enable_flop_cells=41
export IMPL_slew_headroom_pct=42.4
export IMPL_core_area_um2=11400
export IMPL_die_w_um=110
export IMPL_vias_per_cell=5.67
export IMPL_ys_cells=404
export IMPL_ctsLongestPathBuffers=2
export IMPL_clock_root_buffer="clkbuf_16"
export IMPL_worst_r2r_path_depth=10
export IMPL_grt_pass1_vias=2875
export IMPL_dp_final_hpwl_mm=6.16
export IMPL_hold_ws_ps=522
export IMPL_io_pins=12
export IMPL_fin_crit_ps=4100
export IMPL_drtAntennaViolNets=0
export IMPL_die_height_um=110
export IMPL_synth_cell_type_count=67
export IMPL_io_buffer_count=11
export IMPL_cp_top_family="AND-OR/OR-AND gates"
export IMPL_cts_tree="yes"
export IMPL_grt_max_degree=32
export IMPL_ys_seq_share_pct=36.8
export IMPL_grt_overflow_total=0
export IMPL_antenna_found_initial=0
export IMPL_cts_resized=0
export IMPL_r2r_start="i[0]"
export IMPL_cp_max_fo=8
export IMPL_hold_path_class="flop to flop"
export IMPL_drive_gt1_share_pct=8.00
export IMPL_drt_iter0_drc=272
export IMPL_synth_flops=44
export IMPL_dr_pass1_iters=5
export IMPL_cts_clk_slew_worst_paths_ps=70
export IMPL_setup_viol=0
export IMPL_ir_worst_vdd_v=0.000180
export IMPL_finalHoldViolCount=0
export IMPL_tightest_slew_ps=862
export IMPL_r2r_slack_ps=800
export IMPL_skew_ps=6.42
export IMPL_wire_per_inst_um=15.8
export IMPL_startpoint="i[0]"
export IMPL_crit_slowest_cell="nor3b_2"
export IMPL_routabilityCongestion=0.954
export IMPL_cts_hold_fix_buffers=0
export IMPL_power_total_mw=1.03
export IMPL_insertion_delay_ps=290
export IMPL_start_kind="flop"
export IMPL_slew_violations=0
export IMPL_cts_buffers=5
export IMPL_yosysWarnings=1
export IMPL_crit_arrival_ps=4150
export IMPL_core_util_floorplan_pct=30.7
export IMPL_r2r_end="bufor[2]"
export IMPL_drc=0
export IMPL_worstPathRequired_ps=4940
export IMPL_flop_cell="edfxtp_1"
export IMPL_fmax_ghz=0.244
export IMPL_cap_violations=0
export IMPL_path_depth=10
export IMPL_die_area_um2=12100
export IMPL_cts_setup_buffers=0
export IMPL_cp_endpoint="bufor[2]"
export IMPL_outcome="completed"
export IMPL_fin_crit_sh_pct=83.7
export IMPL_grt_pass1_wl_mm=14.4
export IMPL_crit_chain="inv_1, ha_1, nor3b_2, xnor2_1, nand3_1, a2111oi_0, o21ai_1, a2111oi_4, nand4_1, mux2_1"
export IMPL_synth_area_per_cell_um2=8.69
export IMPL_h_tree_depth=2
export IMPL_yosys_area_um2=3510
export IMPL_rows=39
export IMPL_clock_sinks=44
kinds of logic (layout without fill, tap and decap cells):
kind of cell             Yosys count  after routing  synth area share [%]
AND-OR/OR-AND                     72             72                  14.8
flip-flops                        44             44                  36.8
buffers and inverters             48             44                  5.99
XOR/XNOR                          32             32                  7.99
AND/OR/NAND/NOR                  193            193                  29.4
multiplexers                       8              8                  2.57
adder cells (fa/ha/maj)            7              7                  2.50
sequential cells by signal, summed over array words and instances (netlist names):
| name | flops |
|---|---|
| i | 32 |
| bufor | 8 |
| temp_rx | 1 |
| state | 2 |
| prev_rxd | 1 |
cell usage after synthesis, drive strengths merged, types with 3 or more instances:
library cell,n,area (µm²)
a31oi,3,18.8
or3,9,56.3
a2111oi,4,53.8
clkbuf,20,75.1
o31ai,3,22.5
xor2,14,123
or4,11,90.1
mux2,8,90.1
a21oi,17,85.1
nor4,17,119
ha,7,87.6
xnor2,18,158
buf,11,71.3
nand4,13,81.3
and3,6,37.5
nand2,25,96.4
nor3,16,106
inv,17,63.8
nor2,60,225
dfxtp,3,60.1
edfxtp,41,1230
nand3,23,115
o21ai,15,75.1
worst min-delay path: cells and delay by family (launching register included):
family,cells,cell delay (ps)
AND/OR/NAND/NOR,1,70
flip-flops,1,350
AND-OR/OR-AND,1,60
worst min-delay path by stage:
stage,depth (start not counted),end,from
CTS,2,state[1],state[1]
global route,2,state[1],state[1]
finish,2,state[1],state[1]
metrics by stage:
stage | cells | worst slack, ps | cell area (µm²) | util [%]
2_1_floorplan | 404 | 1400 | 3510 | -
3_3_place_gp | 535 | 945 | 3720 | 32.6
3_5_place_dp | 535 | 879 | 3720 | 32.6
4_1_cts | 543 | 869 | 3890 | 34.1
5_1_grt | 543 | 563 | 3890 | 34.1
6_report | 543 | 796 | 3890 | 34.1
metal layers:
layer  vias to the layer above  part of all wire, %  GRT usage [%]
met2                        88                   46           24.4
met5                         -                    0              0
li1                       1495                    -              -
met1                      1489                   48           24.5
met3                         9                  5.1           1.80
met4                         0                 0.82           1.79
power breakdown:
group          switching (mW)  internal [mW]
Clock                   0.158          0.243
Combinational          0.0874         0.0595
Sequential             0.0447          0.443
Total                   0.290          0.745
cells in the final DEF (no fill, tap or decap), types with 2 or more instances in the layout:
| cell | netlist | routed |
|---|---|---|
| nor3_1 | 12 | 12 |
| edfxtp_1 | 41 | 41 |
| or3_1 | 9 | 9 |
| nor4_2 | 2 | 2 |
| nand2_1 | 24 | 24 |
| ha_1 | 7 | 7 |
| and3_1 | 6 | 6 |
| mux2_1 | 8 | 8 |
| o211ai_1 | 2 | 2 |
| nor2_1 | 60 | 58 |
| nor3_2 | 3 | 3 |
| o21ai_1 | 3 | 3 |
| or4_4 | 2 | 2 |
| clkbuf_16 | 0 | 5 |
| o31ai_1 | 3 | 3 |
| a311oi_1 | 2 | 2 |
| a2111oi_0 | 3 | 3 |
| dfxtp_1 | 3 | 3 |
| xor2_1 | 14 | 14 |
| o311a_1 | 2 | 2 |
| nand4b_1 | 2 | 2 |
| nor2_2 | 0 | 2 |
| nor4_1 | 15 | 15 |
| a32o_1 | 2 | 2 |
| a21oi_1 | 17 | 17 |
| clkdlybuf4s50_1 | 0 | 11 |
| a22oi_1 | 2 | 2 |
| buf_4 | 0 | 8 |
| o2111ai_1 | 2 | 2 |
| nand4_1 | 13 | 13 |
| o21ai_0 | 12 | 12 |
| inv_1 | 16 | 16 |
| or4_1 | 9 | 9 |
| a31oi_1 | 3 | 3 |
| o221ai_1 | 2 | 2 |
| nand3_1 | 23 | 23 |
| a211o_1 | 2 | 2 |
| xnor2_1 | 18 | 18 |
layout make-up:
cell class	count	area (µm²)
clock buffer	5	125
multi-input combinational	312	2010
inverter	17	63.8
sequential	44	1290
fill	1201	7530
timing repair buffer	19	170
tap	143	179
clock inverter	3	46.3
Power and IR drop assume default switching activity.
